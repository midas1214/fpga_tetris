File: design/flow/constraint.sdc
current_design counter

set clk_period 3.5
set clk_io_pct 0.2

create_clock -name clk0 -period $clk_period [get_ports {CLK}]

set non_clock_inputs [all_inputs -no_clocks]
set_input_delay [expr $clk_period * $clk_io_pct] -clock clk0 $non_clock_inputs
set_output_delay [expr $clk_period * $clk_io_pct] -clock clk0 [all_outputs]
File: design/flow/config.mk
export PLATFORM = sky130hd
export DESIGN_NAME = counter
export DESIGN_NICKNAME = counter
export VERILOG_FILES = /design/flow/design.v
export SDC_FILE = /design/flow/constraint.sdc
export NUM_CORES = 4
export LEC_CHECK = 1
export CORE_AREA = 10 10 107 107
export DIE_AREA = 0 0 117 117
File: design/flow/run.sh
#!/bin/bash
# OpenROAD 26Q1-2900-gdf79404cd8, Yosys 0.63+post, stock flow scripts
make -C /OpenROAD-flow-scripts/flow DESIGN_CONFIG=/design/flow/config.mk WORK_HOME=/design/flow/orfs finish
File: design/flow/design.v
module counter(CLK,CLK_out);
	input CLK;
	output CLK_out;
	reg CLK_out;
	reg [31:0] count;
	always@(posedge CLK)
	begin
		if(count == 32'd37500000)
		begin
			CLK_out <= CLK + 1;
			count <= 0;
		end
		else
		begin
			CLK_out <= CLK;
			count <= count + 32'd1;
		end
	end
endmodule
==> impl_metrics.yaml <==
# physical design summary
clock_network:
  worstSkewPairLatency_ns: 0.39
  holdBufCountCts: 0
  cts.clk_slew.worst_paths_ns: 0.07
  post_cts_resized: 0
  cts_setup_buffers: 0
  cts_tree: "done"
global_routing:
  grt_pass1_vias: 1084
  grt_max_degree: 14
  grt_pass1_wl_um: 5160
  grt_overflow: 0
  antenna_found_initial: 0
  grt_usage_pct: 4.61
status:
  violations: "negative hold slack"
  status: "finished, violations left"
placed_design:
  dpl.hpwl_um: 1940
  placed_cells: 264
  dpl_cell_area_um2: 1610
  gp_congestion: 0.845
  place.port_buffers: 1
  place_ws_ns: 1.39
finish:
  syn2layout_area_growth_pct: 17.1
  utilization_pct: 18.8
  layout-drive-gt1-share_pct: 9.76
  fin_cells: 275
  layout_top_cell: "dfxtp_1"
  stdcell_area_um2: 1730
  final_cell_mix: "dfxtp_1, nor2_1, xnor2_1"
yosys:
  yosys_cells: 155
  synthArstFlopShare_pct: 0
  yosys-stat-area_um2: 1480
  yosysWarnings: 1
  yosysUniqueCellTypes: 28
  synth_cells: 155
  synth_flops: 33
  synth-edff-count: 0
  ys_seq_share_pct: 44.7
  syn-cell-area_um2: 1480
  syn_area_per_cell_um2: 9.54
  ys.flop_type: "dfxtp_1"
sta:
  drv_slew: 0
  finalClockSkew_ns: 0.00625
  slew_headroom_pct: 46.8
  worst_pin_slew_ns: 0.794
  fin_hold_ws_ns: -0.0673
  fin_crit_sh_pct: 61.5
  max_freq_mhz: 465
  finalCriticalPeriod_ns: 2.15
  setup_tns_ns: 0
  hold_violations: 1
  setup_ws_ns: 1.35
  final-setup-viol-count: 0
  rsz0062_at_grt: "no"
die:
  die_y_um: 117
  core_um2: 9200
  chipWidth_um: 117
  initCoreUtil_pct: 16.1
  ios: 2
  rows: 35
  chipArea_um2: 13700
worst_setup_path:
  worst_setup_path_start_kind: "flip-flop"
  crit_family: "simple AND/OR/NAND/NOR gates"
  path_buffers: 1
  slowest_stage: "nor3_2"
  crit_chain: "inv_1, ha_1, nor4b_1, and4_1, nand3_1, nor3_2, xor2_1"
  max_stage_delay_ns: 0.63
  endpoint_kind: "flip-flop"
  cp.required_ns: 3.73
  worst-setup-path-type: "reg2reg"
  cp_max_fo: 13
  cp.arrival_ns: 2.38
routing:
  route.vias.total: 1106
  drt-total-wl_um: 2810
  drc_errors: 0
  initialDrtViolationCount: 71
  firstDrtPassIters: 4
  vias_per_cell: 4.02
  wl_per_cell_um: 10.2
  diodes: 0
  postRouteAntennaNets: 0
flow_run:
  drv_cap: 0
  warnings: 27
hold_path:
  hold_path_class: "clk2reg"
power:
  power_mw: 0.750
  power_density_nw_per_um2: 433
  vdd_ir_drop_max_v: 0.000136
  leakagePower_nw: 0.615
cell families after synthesis:
| family | Yosys count | share of synthesized area (%) |
|---|---|---|
| compound gates | 4 | 1.44 |
| flops | 33 | 44.7 |
| fa+ha+maj | 2 | 1.69 |
| buf+inv | 6 | 2.11 |
| xor+xnor | 29 | 17.2 |
| simple gates | 81 | 32.9 |
path summary, 6_finish.rpt:
path	from	end	slack (ns)	depth (start not counted)
worst min-delay path	CLK	CLK_out	-0.07	3
worst min register to register	count[0]	count[0]	0.47	1
worst max-delay path	count[0]	CLK_out	1.35	7
worst max register to register	count[0]	CLK_out	1.35	7
synth_stat cells, drive strengths merged (2+ instances only):
library cell | instances | share of area (%)
nand4 | 11 | 5.7
nor4b | 2 | 1.2
nor3 | 5 | 2.4
buf | 3 | 1.4
and4 | 6 | 3.6
ha | 2 | 1.7
inv | 3 | 0.76
and3 | 6 | 2.5
nand3 | 13 | 4.4
xnor2 | 16 | 9.5
nor4 | 5 | 3.6
nor2 | 18 | 4.7
dfxtp | 33 | 45
nand2 | 9 | 2.3
nor2b | 3 | 1.3
xor2 | 13 | 7.7
o21ai | 2 | 0.68
sequential cells by signal, summed over array words and instances, names as in the netlist:
name	cells
count	32
CLK_out	1
layer usage:
metal	wire length [um]	global-route usage, %	vias to the layer above	part of all wire (%)
li1	-	-	560	-
met3	136	1.96	6	4.8
met4	49	1.15	0	1.7
met5	0	0	-	0
met2	1130	5.92	20	40
met1	1500	6.87	520	53
cell type report:
| class | instances | area, um2 |
|---|---|---|
| clock buffers | 9 | 114 |
| flip-flops and latches | 33 | 661 |
| clock inverters | 2 | 10.0 |
| repair buffers | 1 | 10.0 |
| well taps | 111 | 139 |
| fillers | 996 | 7460 |
| inverters | 3 | 11.3 |
| multi-input cells | 116 | 787 |
worst reg2reg max path, cell delays in order (launching register included):
cell and delay (ns):
dfxtp_1 0.34, inv_1 0.07, ha_1 0.15, nor4b_1 0.28, and4_1 0.25, nand3_1 0.11, nor3_2 0.63, xor2_1 0.17
where the power goes:
| part | internal [mW] | total (mW) | switching (mW) | leakage [nW] |
|---|---|---|---|---|
| sequential | 0.377 | 0.377 | 0 | 0.266 |
| clock | 0.215 | 0.373 | 0.158 | 0.0721 |
| combinational | 0 | 0.000000277 | 0 | 0.277 |
| total | 0.592 | 0.750 | 0.158 | 0.615 |
Power and IR drop assume default switching activity.
