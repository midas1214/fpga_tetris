==> flow/run.sh <==
#!/bin/bash
# OpenROAD 26Q1-2900-gdf79404cd8, Yosys 0.63+post, stock flow scripts
make -C /OpenROAD-flow-scripts/flow DESIGN_CONFIG=/design/flow/config.mk WORK_HOME=/design/flow/orfs finish
==> flow/config.mk <==
export PLATFORM = sky130hd
export DESIGN_NAME = counter2
export DESIGN_NICKNAME = counter2
export VERILOG_FILES = /design/flow/design.v
export SDC_FILE = /design/flow/constraint.sdc
export NUM_CORES = 4
export LEC_CHECK = 1
export CORE_AREA = 10 10 105 105
export DIE_AREA = 0 0 115 115
==> flow/design.v <==
module counter2(CLK,CLK_out);
	input CLK;
	output CLK_out;
	reg CLK_out;
	reg [31:0] count;
	always@(posedge CLK)
	begin
		if(count == 32'd5000)
		begin
			CLK_out <= CLK + 1;
			count <= 0;
		end
		else
		begin
			CLK_out <= CLK;
			count <= count + 32'd1;
		end
	end
endmodule
==> flow/constraint.sdc <==
current_design counter2

set clk_period 4.3
set clk_io_pct 0.2

create_clock -name clk0 -period $clk_period [get_ports {CLK}]

set non_clock_inputs [all_inputs -no_clocks]
set_input_delay [expr $clk_period * $clk_io_pct] -clock clk0 $non_clock_inputs
set_output_delay [expr $clk_period * $clk_io_pct] -clock clk0 [all_outputs]
==> notes.org <==
#+TITLE: Implementation results

** Placed design
- Gp weighted congestion :: 0.828
- HPWL after detailed placement :: ~1.6 mm
- Detailed placement reports a standard cell area of roughly 1500 um2.
- The placement report lists the number of port buffers as 1.

** Power
- Pwr dens :: approximately 360 nW/um2
- Worst-case vdd ir drop :: roughly 0.00018 V
- The power report puts the leakage power at between 0.0005 and 0.0006 uW.

** Setup path
- Counting stages on the worst path, the most repeated cell is sky130_fd_sc_hd__clkbuf_8.
- The startpoint identified for the worst register-to-register timing path is count[0]$_SDFF_PN0_.
- Setup crit start :: CLK
- Setup crit end kind :: register
- Worst-path cell chain :: clkbuf_8 > clkbuf_8 > xor2_1
- Critical Path Start Type :: clock port
- Top fanout value on the critical path :: 2
- Data arrival, critical path :: around 2.5 ns
- Per STA, the worst path accumulates the most delay in the family buffers and inverters.
- Stage delay of the slowest cell on the critical path :: roughly 0.15 ns
- Per the STA report, the cell with the highest stage delay on the worst path is sky130_fd_sc_hd__xor2_1.
- Per the post-run analysis, buffers plus inverters along the critical path come to 2.
- Worst path required time :: 4.54 ns
- Crit path kind :: clk2reg

** Global routing
- Number of global-route vias before repair :: ~980
- Entering global routing, the biggest net connects 11 pins.
- The global routing report lists combined usage of all routing layers as 0.0388.
- The first global-routing pass estimated 4.44 mm of wire.
- Recorded from the global router log, the overflow total was 0.
- The number of antenna violations at the first check in global routing came to 0.

** STA
- Measured against its own limit, the worst slew margin works out to 0.551.
- Looking at the max-slew report, the worst-margin pin has a slew of approximately 0.67 ns.
- Endpoints failing hold in the final report were tallied at 1.
- The end-of-flow timing check tallies setup violations at 0.
- Final Skew :: 0.00321 ns
- Hold Slack :: -0.0679 ns
- Final-layout setup total negative slack :: 0 ns
- Unrepaired setup endpoints after global routing :: false
- Per the final report, max-transition violations number 0.

** Floorplanning
- According to the floorplan report, the die height is around 120 um.
- In the floorplan report the effective utilization is 0.160.
- Number of top-level pins :: 2
- Die width :: between 100 and 150 um
- Area of the core :: between 8000 and 9000 um2
- The chip occupies roughly 13000 um2.
- Number of rows created at floorplan :: 34

** Synthesis
- Counting flops with a built-in enable in the synthesized netlist gives 0.
- Post-synth the commonest register cell is sky130_fd_sc_hd__dfxtp_1.
- Warnings reported by Yosys during synthesis add up to 1.
- Number of cells in Yosys stat :: ~140
- In the synthesized netlist, the number of instances is between 100 and 150.
- Share of synthesized registers carrying an async set or reset :: 0
- Counting distinct cell types in the post-synthesis netlist gives 23.
- Cell accounting for the most synthesized area :: sky130_fd_sc_hd__dfxtp_1
- Proportion of synthesized chip area in sequential cells :: 0.472
- Top cell area share :: 0.472
- The synthesis stats list as the most numerous cell sky130_fd_sc_hd__dfxtp_1.
- Chip area from the yosys synthesis statistics :: between 1000 and 1500 um2
- Per-instance average area after synthesis :: 9.78 um2
- After synthesis the netlist holds a flip-flop and latch count of 33.
- In the synthesized netlist, the cells that appear most often are sky130_fd_sc_hd__dfxtp_1 (33), sky130_fd_sc_hd__xnor2_1 (26), sky130_fd_sc_hd__nand4_1 (14).
- Ranked by total cell area, the synthesized netlist is headed by sky130_fd_sc_hd__dfxtp_1 (47%), sky130_fd_sc_hd__xnor2_1 (16%), sky130_fd_sc_hd__nand4_1 (6.3%), sky130_fd_sc_hd__xor2_1 (3.1%), sky130_fd_sc_hd__nor2_1 (3.0%).
- The cell area that synthesis handed to floorplanning was about 1400 um2.

** Layout
- Design Area, Final :: 1650 um2
- Synthesis-to-layout area growth :: 18.2%
- Share of post-route cells with drive strength above 1 :: 0.0789

** Detailed routing
- The script parses the final routing iteration and logs DRC violations as 0.
- Average wire length per cell after detail routing :: 8.85 um
- Per the log, the first TritonRoute iteration ended with a DRC count of 28.
- For this run, the script counts the antenna cells in the layout as 0.
- Wirelength, routed :: 2.30 mm
- Routed vias :: a little under 1k
- The script logs the ratio of routed vias to standard cells as 3.72.
- Number of detailed-routing iterations run before antenna repair :: 4
- Per the post-route antenna check, the number of violating nets is 0.

** Flow run
- The tool flagged a number of max-cap violations equal to 0.
- Tool warnings :: 27

** Min path
- Note that the worst hold path type here is clk2reg.
- Launch instance of the worst min-delay path :: CLK

** Run status
- The checks that failed: hold timing.
- Run status :: finished with violations

** CTS
- Clock network latency to the later pin of the worst-skew pair :: 0.38 ns
- The report puts the hold buffer count at CTS at 0.
- TritonCTS clock tree :: built
- Clk pin slew, worst setup/hold paths :: roughly 0.060 ns
- Number of buffers inserted by post-CTS setup repair :: 0
- Gates resized during post-CTS repair numbered 0.
==> where the power goes <==
group	switching, uW	internal [uW]	total, uW	leakage, uW
Combinational	0	0	0.000182	0.000182
Clock	118	178	296	0.0000666
Sequential	0	307	307	0.000266
==> state kept, by name, summed over array words and instances, names as in the netlist <==
signal	flops
CLK_out	1
count	32
==> layout make-up <==
type | instances | area (um2)
tap | 108 | 135
sequential | 33 | 661
clock buffer | 11 | 121
multi-input combinational | 103 | 711
fill | 969 | 7110
timing repair buffer | 1 | 10.0
inverter | 4 | 15.0
==> final timing paths <==
kind	slack, ns	cells past startpoint	end
worst min register to register	0.47	1	count[31]$_SDFF_PN0_
worst min-delay path	-0.07	3	CLK_out$_DFF_P_
worst max-delay path	2.01	3	CLK_out$_DFF_P_
worst max register to register	2.37	5	count[20]$_SDFF_PN0_
==> layer usage <==
metal,track usage,vias up,routed length [um]
li1,-,517,-
met1,0.0561,432,1250
met2,0.0518,10,899
met3,0.0158,7,105
met4,0.0107,0,49
met5,0,-,0
==> through the flow <==
step	std cells	total power, uW	hold WS [ns]	util	setup WS (ns)
floorplan	143	319	0.0967	-	1.88
CTS	260	614	-0.0705	0.189	2.01
finish	260	603	-0.0679	0.189	2.01
detailed placement	249	319	0.0967	0.175	1.87
global route	260	631	-0.0613	0.189	2.00
global placement	249	319	0.0967	0.175	1.87
==> worst min-delay path, stage by stage <==
cell                       delay, ns
sky130_fd_sc_hd__clkbuf_8       0.10
sky130_fd_sc_hd__clkbuf_8       0.11
sky130_fd_sc_hd__xor2_1         0.06
==> cell usage in the layout (no fill, tap or decap), types with 2 or more instances in the layout <==
cell                        n
sky130_fd_sc_hd__dfxtp_1   33
sky130_fd_sc_hd__xnor2_1   26
sky130_fd_sc_hd__nand4_1   14
sky130_fd_sc_hd__nor2_1    11
sky130_fd_sc_hd__nand3_1    8
sky130_fd_sc_hd__nand2_1    8
sky130_fd_sc_hd__clkbuf_8   8
sky130_fd_sc_hd__and3_1     6
sky130_fd_sc_hd__nor4_1     5
sky130_fd_sc_hd__xor2_1     5
sky130_fd_sc_hd__and2_1     5
sky130_fd_sc_hd__inv_1      4
sky130_fd_sc_hd__nor3_1     4
sky130_fd_sc_hd__clkbuf_1   3
sky130_fd_sc_hd__nor4b_1    2
sky130_fd_sc_hd__ha_1       2
==> logic make-up (layout without fill, tap and decap cells) <==
kind of cell | after synthesis | count (layout) | share of synthesized area
AND/OR/NAND/NOR | 70 | 70 | 0.296
flip-flops | 33 | 33 | 0.472
XOR/XNOR | 31 | 31 | 0.194
buffers and inverters | 7 | 16 | 0.0197
adder cells (fa/ha/maj) | 2 | 2 | 0.0179
Power is estimated from default activity; no workload was simulated.
