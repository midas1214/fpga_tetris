==> /design/flow/run.sh <==
#!/bin/bash
# OpenROAD 26Q1-2900-gdf79404cd8, Yosys 0.63+post, stock flow scripts
make -C /OpenROAD-flow-scripts/flow DESIGN_CONFIG=/design/flow/config.mk WORK_HOME=/design/flow/orfs finish
==> /design/flow/config.mk <==
export PLATFORM = sky130hd
export DESIGN_NAME = generate_block
export DESIGN_NICKNAME = generate_block
export VERILOG_FILES = /design/flow/design.v
export SDC_FILE = /design/flow/constraint.sdc
export NUM_CORES = 4
export LEC_CHECK = 1
export CORE_UTILIZATION = 40
==> /design/flow/constraint.sdc <==
current_design generate_block

set clk_period 32.4
set clk_io_pct 0.2

create_clock -name clk0 -period $clk_period [get_ports {CLK}]

set non_clock_inputs [all_inputs -no_clocks]
set_input_delay [expr $clk_period * $clk_io_pct] -clock clk0 $non_clock_inputs
set_output_delay [expr $clk_period * $clk_io_pct] -clock clk0 [all_outputs]
==> /design/flow/design.v <==
module generate_block(CLK, disabled, a, random_id);
	input CLK, disabled;
	output reg [20:0]a;
	output reg [2 : 0] random_id;
	initial 
	begin
		a = 0;
	end
	always@(posedge CLK) begin
		if (!disabled)
			random_id = random_id;
		else
		begin
			case(a) 
				0 :random_id = 3'd3;
				1 :random_id = 3'd6;
				2 :random_id = 3'd5;
				3 :random_id = 3'd1;
				4 :random_id = 3'd2;
				5 :random_id = 3'd0;
				6 :random_id = 3'd4;
				7 :random_id = 3'd2;
				8 :random_id = 3'd1;
				9 :random_id = 3'd6;
				10:random_id = 3'd5;
				11:random_id = 3'd4;
				12:random_id = 3'd3;
				13:random_id = 3'd0;
				14:random_id = 3'd3;
				15:random_id = 3'd4;
				16:random_id = 3'd2;
				17:random_id = 3'd0;
				18:random_id = 3'd5;
				19:random_id = 3'd1;
				20:random_id = 3'd6;
				default:random_id = 3'd0;
			endcase
			a = ( a + 1 ) % 21;
		end
	end
endmodule
==> flow_summary.toml <==
# synthesis and place-and-route metrics
[global_route]
groute.usage.overall = 0.199
met3_global_route_usage = 0.0162
met2_global_route_usage = 0.311
global_route.usage.met1 = 0.308
grt_start_max_net_pins = 15
first_global_vias = 5259
grt_most_used_layer = "met2"
antenna_found_initial = 0
globalRoute.totalOverflow = 0
grt_first_pass_wirelength_mm = 25.8

[setup_path]
critical_path_s_most_frequent_cell = "a211oi_2"
r2r.worst_path.cells = 43
arrival_ns = 14.00
worstSetupEndpointType = "flip-flop"
worst_ep_required_time_ns = 32.40
worst-setup-path-type = "reg2reg"
critPathSlowestCell = "xnor2_1"
crit_path_largest_cell_delay_ns = 0.67
critical_path.max_fanout = 12
timing.rr.start = "a[0]$_DFFE_PP_"
critical_path.startpoint_type = "flip-flop"
crit_path_start = "a[0]$_DFFE_PP_"

[detailed_routing]
routed_wl_mm = 15.6
routed_wire_length_per_instance_um = 16.4
drt_first_iter_violations = 365
first_pass_iters = 5
viasPerCell = 6.23
detail_route.antenna_diodes = 0
routed-via-count = 5928
route.antenna.remaining_nets = 0
route.detailed.drc = 0

[sta]
fmaxAchievable_mhz = 71.5
setup_slack_ns = 18.41
report.final.setup_viol = 0
final.setup.tns_ns = 0
worstMarginPinSlew_ns = 0.894
slew-limit-headroom = 0.400
maxSlewViolCount = 0
timing.final.crit_period_ns = 13.99
unrepaired_setup_endpoints_after_global_routing = "false"
finalClockPeriodUsage = 0.432
report.final.hold_viol_count = 0
final_worst_clock_skew_ns = 0.00498

[yosys]
top_area_cell = "edfxtp_1"
yosys_register_bits = 24
synth-edff-count = 24
syn_inst = 765
synth_top_cell_by_count = "nor2_1"
synth_area_per_cell_um2 = 7.82
yosys_most_used_dff = "edfxtp_1"
top_cells_by_area = "edfxtp_1 (12%), xnor2_1 (5.3%), nor2_1 (5.1%), mux2i_1 (4.9%), nand2_1 (3.9%)"
post_synth_num_cell_types = 119
post_synth_most_frequent_cells = "nor2_1 (82), nand2_1 (62), a21oi_1 (39)"
post_synth_instance_area_um2 = 5980
async_flop_share = 0
count_of_yosys_warnings_during_synthesis = 1
synth-cells-yosys = 765
synth.yosys.seq_area_share = 0.120
netlist.area_leader.share = 0.120
yosys-stat-area_um2 = 5980

[placed_design]
io_buffers = 25
detailedPlace.worstSlack_ns = 18.61
post-dp-hpwl_mm = 12.2
placedCellCount = 947
place.gp.congestion = 0.944

[hold_path]
holdCritStartpoint = "a[19]$_DFFE_PP_"
hold_class = "reg2reg"
min_path_cells = 3

[run_status]
outcome = "finished clean"

[clock_tree]
cts.root.buffer_cell = "clkbuf_16"
postCtsSetupRepairBufs = 0
insertion_delay_ns = 0.25
clock_h_tree_levels = 1
clk_transition_reported_paths_ns = 0.06
tritoncts.num_buffers = 3
cts_tree = "yes"
cts_resized = 0
clock_path_buffers = 2
holdBufCountCts = 0
cts.sinks = 24

[die]
floorplanUtilization = 0.410
die_area_um2 = 15500
core_area_um2 = 14600
die_outline_height_um = 124
io-pin-count = 26
die_width_um = 124
rows = 44

[finish]
comb_area_um2 = 5030
regArea_um2 = 721
growth_of_design_area_from_synthesis_to_finish_pct = 7.36
fin_cells = 951
num-fill-cells = 1391
layout-drive-gt1-share = 0.138

[run]
drv.max_cap_violation_count = 0
openroad.warnings = 31
## sequential cells by signal, summed over array words and instances (netlist names)
register	flops
a	21
random_id	3
## worst max-delay path, delay by kind of cell (launching register included)
family          cells  cell delay [ns]
flops               1             0.58
compound gates     23             6.78
simple gates       11             3.46
xor+xnor            3             1.11
fa+ha+maj           2             0.61
mux                 4             1.18
## per-stage QoR
step	instance area (um2)	utilization	hold slack, ns
after global placement	6340	0.435	0.867
after floorplan	5980	-	0.713
final	6420	0.440	0.854
after global routing	6420	0.440	0.924
after detailed placement	6340	0.435	0.885
after CTS	6420	0.440	0.883
## cells by family (layout without fill, tap and decap cells)
family | after synthesis | in the layout | share of synthesized area
AND/OR/NAND/NOR | 318 | 318 | 0.286
AND-OR/OR-AND | 259 | 259 | 0.361
XOR/XNOR | 56 | 56 | 0.0870
buffers and inverters | 51 | 53 | 0.0387
multiplexers | 41 | 41 | 0.0767
flip-flops | 24 | 24 | 0.120
adder cells (fa/ha/maj) | 16 | 16 | 0.0305
## per-layer routing
metal  vias up  routed length (um)
li1       2993                   -
met1      2789                7810
met2       133                7040
met3        13                 528
met4         0                 176
met5         -                   0
## area by class of cell
| type | instances | share of cell area |
|---|---|---|
| multi-input cells | 690 | 0.783 |
| flip-flops and latches | 24 | 0.112 |
| repair buffers | 31 | 0.0460 |
| well taps | 184 | 0.0358 |
| clock buffers | 3 | 0.0117 |
| inverters | 18 | 0.0105 |
| clock inverters | 1 | 0.000584 |
## cell usage in the layout, fill, tap and decap left out, types with 10 or more instances in the layout
cell type,count
nor2_1,82
nand3_1,23
xnor2_1,36
o21a_1,11
xor2_1,16
clkdlybuf4s50_1,25
a31oi_1,12
edfxtp_1,24
o21ai_1,12
a211oi_1,11
nor3_1,37
a21oi_1,39
mux2i_1,29
nand4_1,10
nand2_1,62
inv_1,18
o211ai_1,11
nor4_1,15
o21ai_0,29
## worst paths after layout
check | to | slack (ns)
hold / removal | random_id[0]$_SDFFCE_PP0P_ | 0.85
setup reg to reg | a[3]$_DFFE_PP_ | 18.41
hold reg to reg | random_id[0]$_SDFFCE_PP0P_ | 0.85
setup / recovery | a[3]$_DFFE_PP_ | 18.41
